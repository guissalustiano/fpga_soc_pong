==> flow/design.v <==
module pong_drawer
#(
  parameter CURSOR_WIDTH = 20,
  parameter CURSOR_OFFSET = 20,
  parameter CURSOR_HEIGHT = 160,
  parameter BALL_SIDE = 30,
  parameter FRAME_WIDTH = 1280,
  parameter FRAME_HEIGHT = 960
) (
  input clk,
  input rst,
  input [15:0] cursor_left_py,
  input [15:0] cursor_right_py,
  input [15:0] ball_py,
  input [15:0] ball_px,
  output [3:0] vgaRed,
  output [3:0] vgaBlue,
  output [3:0] vgaGreen,
  output Hsync,
  output Vsync
);
wire [13:0] hCntr;
wire [13:0] vCntr;
wire [11:0] color = 12'hFFFFFF;
wire [11:0] off_color = 12'h111111;
wire draw_left_cursor_x = hCntr > CURSOR_OFFSET && hCntr < CURSOR_OFFSET + CURSOR_WIDTH;
wire draw_left_cursor_y = vCntr + CURSOR_HEIGHT/2 > cursor_left_py && vCntr < cursor_left_py + CURSOR_HEIGHT/2;
wire draw_left_cursor = draw_left_cursor_x && draw_left_cursor_y;
wire draw_right_cursor_x = hCntr > FRAME_WIDTH - (CURSOR_OFFSET + CURSOR_WIDTH) && hCntr < FRAME_WIDTH - (CURSOR_OFFSET);
wire draw_right_cursor_y = vCntr + CURSOR_HEIGHT/2 > cursor_right_py && vCntr < cursor_right_py + CURSOR_HEIGHT/2;
wire draw_right_cursor = draw_right_cursor_x && draw_right_cursor_y;
wire draw_ball_x = hCntr + BALL_SIDE/2 > ball_px && hCntr < ball_px + BALL_SIDE/2;
wire draw_ball_y = vCntr + BALL_SIDE/2 > ball_py && vCntr < ball_py + BALL_SIDE/2;
wire draw_ball = draw_ball_x && draw_ball_y;
wire drawer = draw_left_cursor || draw_right_cursor || draw_ball;
vga_driver driver
(
  .pxlClk(clk),
  .reset(rst),
  .rgb_input(drawer ? color : off_color),
  .vgaRed(vgaRed),
  .vgaBlue(vgaBlue),
  .vgaGreen(vgaGreen),
  .Hsync(Hsync),
  .Vsync(Vsync),
  .hCntr(hCntr),
  .vCntr(vCntr)
);
endmodule
module vga_driver
#(
    parameter FRAME_WIDTH = 1280,
    parameter FRAME_HEIGHT = 960,
    parameter H_FP = 80,  
    parameter H_PW = 136,  
    parameter H_MAX = 1712,  
    parameter V_FP = 1,  
    parameter V_PW = 3,  
    parameter V_MAX = 994,  
    parameter H_POL = 0,
    parameter V_POL = 0
) (
  input pxlClk,  
  input reset,
  input [11:0] rgb_input,
  output reg [13:0] hCntr,
  output reg [13:0] vCntr,
  output screanClk,  
  output [3:0] vgaRed,
  output [3:0] vgaBlue,
  output [3:0] vgaGreen,
  output reg Hsync,
  output reg Vsync,
  output busy
);
  wire hCntrEnd = hCntr == (H_MAX-1);
  always @(posedge pxlClk) begin
    if (reset == 1 || hCntrEnd) hCntr <= 0;
    else hCntr <= hCntr + 1;
  end
  wire vCntrEnd = vCntr == (V_MAX-1);
  always @(posedge pxlClk) begin
    if (reset == 1 || (hCntrEnd && vCntrEnd)) vCntr <= 0;
    else if (hCntrEnd) vCntr <= vCntr + 1;
  end
  always @(posedge pxlClk) begin
    if ((hCntr >= (H_FP + FRAME_WIDTH -1)) && (hCntr < (H_FP + FRAME_WIDTH + H_PW -1))) Hsync <= H_POL;
    else Hsync <= ~H_POL;
  end
  always @(posedge pxlClk) begin
    if ((vCntr >= (V_FP + FRAME_HEIGHT -1)) && (vCntr < (V_FP + FRAME_HEIGHT + V_PW -1))) Vsync <= V_POL;
    else Vsync <= ~V_POL;
  end
  assign screanClk = Vsync;
  wire active = hCntr < FRAME_WIDTH && vCntr < FRAME_HEIGHT;
  assign {vgaRed, vgaBlue, vgaGreen} = active ? rgb_input : 0;
  assign busy = hCntr <= FRAME_WIDTH & vCntr <= FRAME_HEIGHT; 
endmodule
==> flow/run.sh <==
#!/bin/bash
# OpenROAD 26Q1-2900-gdf79404cd8, Yosys 0.63+post, stock flow scripts
make -C /OpenROAD-flow-scripts/flow DESIGN_CONFIG=/design/flow/config.mk WORK_HOME=/design/flow/orfs finish
==> flow/config.mk <==
export PLATFORM = sky130hd
export DESIGN_NAME = pong_drawer
export DESIGN_NICKNAME = pong_drawer
export VERILOG_FILES = /design/flow/design.v
export SDC_FILE = /design/flow/constraint.sdc
export NUM_CORES = 4
export LEC_CHECK = 1
export CORE_UTILIZATION = 50
==> flow/constraint.sdc <==
current_design pong_drawer

set clk_period 4.3
set clk_io_pct 0.2

create_clock -name clk0 -period $clk_period [get_ports {clk}]

set non_clock_inputs [all_inputs -no_clocks]
set_input_delay [expr $clk_period * $clk_io_pct] -clock clk0 $non_clock_inputs
set_output_delay [expr $clk_period * $clk_io_pct] -clock clk0 [all_outputs]
==> run notes <==
The implementation run finished. Setup repair after global routing could not meet its margin everywhere. Post-synthesis average cell area landed at about 7.6 um2. Detailed placer's ending HPWL landed at 12750 um. Overall die height landed at approximately 110 um. Counting flops with a built-in enable in the synthesized netlist gives 0. The path class of the tightest hold or removal check is register to register. Total design power landed at between 800 and 900 uW. The largest total area in the synthesized netlist belongs to sky130_fd_sc_hd__ha_1. After floorplanning, the core was divided into 37 placement rows. Portion of the post-synthesis area used by sequential elements landed at between 10% and 20%. According to the I/O placement log, the pin count is ~80. The tree is rooted in a sky130_fd_sc_hd__clkbuf_8. Worst-path maximum fanout landed at 4. The share of synthesized area in the top cell type comes to between 20% and 30%. Die area landed at 11430 um2. The number of cells reported by Yosys stat comes to 727. Looking at the max-slew report, the worst-margin pin has a slew of between 0.6 and 0.7 ns. Chip area estimate from yosys synthesis landed at between 5000 and 6000 um2. Number of max-cap violations landed at 0. Unique cell type count in the Yosys netlist landed at approximately 65.

Horizontal die size landed at around 110 um. Clock insertion delay at the later pin of the skew report landed at between 0.2 and 0.3 ns. Diode insertion count for antenna repair landed at 0. In this run, CTS created clock tree buffers numbering 5. The OpenROAD report gives the critical path a data arrival time of 3.51 ns. Count of warning messages emitted by the tools landed at around 40. Static power due to leakage landed at 0.004010 uW.

Number of port buffers landed at 79. The routed design could run at a clock period as short as around 4.4 ns. Clock slew seen by the registers of the worst setup and hold paths landed at around 0.070 ns. Entering global routing, the biggest net connects 15 pins. Final tally of setup violations landed at 7. Before placement the cells fill around 52% of the core. The final reports fail on setup timing.

Per the detailed-route log, wirelength across all metal layers totals about 16000 um. The final timing report lists clock skew as ~0.0092 ns. Register bit total from synthesis landed at 30. The synthesis report lists the Yosys warning total as 3. The analysis reports a worst IR drop on VDD of 0.1036 mV. The synthesis report names the predominant flop master as sky130_fd_sc_hd__dfxtp_1. TritonCTS built the clock tree. Per the cell usage report, the commonest logic cell in the layout is sky130_fd_sc_hd__buf_4. Number of buffers added to fix hold violations after cts landed at 0. The script computed a power per unit cell area of between 100 and 150 nW/um2. In the routed design, unresolved DRC markers number 0.

Leaving out fill and tap cells, the most frequent cells in the layout are 191 x sky130_fd_sc_hd__buf_4, 114 x sky130_fd_sc_hd__ha_1, 67 x sky130_fd_sc_hd__xnor2_1, 63 x sky130_fd_sc_hd__inv_1, 61 x sky130_fd_sc_hd__nor2_1. Routed wirelength normalized by instance count landed at 14.17 um. Mean number of vias per cell landed at ~5.3. Cell area after technology mapping landed at between 5000 and 6000 um2.

Maximum level of the CTS H-tree landed at 2. Counting endpoints that fail hold in the final report gives 0. Global-route wire length before repair landed at approximately 26000 um.

The run finished, with violations left. In this run the standard cell core region covers around 11000 um2. Nets still carrying antenna violations after routing amount to 0. Least setup slack across all paths after layout landed at -0.06804 ns. STA classifies the critical path endpoint as an output pin. Post-layout instance area landed at 8177 um2. Synthesis-to-layout area growth landed at 48.59%. Instance tally after logic synthesis landed at between 700 and 800. Remaining global-route overflow landed at 0. Global placement routability congestion landed at 0.9131. Cells with a size suffix above 1 make up about a third of the layout. For reference, the final report shows the max-slew violation count at 0. Required time at the endpoint of the critical path landed at 3.44 ns. By startpoint and endpoint, the worst setup path is classified as primary input to output pin. The CTS log lists the clock sinks for this run as 30. Detailed placement reports a standard cell area of between 7000 and 8000 um2. For this run, the detailed router's first-pass iteration total came to 4. Per the timing report, the achievable frequency comes out to between 200 and 250 MHz. In the synthesized netlist the async set-or-reset flop fraction comes to 0%. The worst setup path is launched from a primary input.

The number of antenna violations at the first check in global routing came to 0. Via count of the first global-routing pass landed at about 5400. Maximum buffer depth of the clock tree landed at 2. In the final layout, the fill cell count is 703. Period utilization landed at 101.6%. First-iteration detailed-routing DRC count landed at between 200 and 300.

Per the detail_route report, the via count comes to around 5900. Global router's overall resource usage landed at around 28%. Headroom to the max-slew limit landed at between 50% and 60%. For reference, the top cells by area after synthesis are sky130_fd_sc_hd__ha_1 28%, sky130_fd_sc_hd__xnor2_1 11%, sky130_fd_sc_hd__dfxtp_1 11%, sky130_fd_sc_hd__inv_1 5.0%, sky130_fd_sc_hd__nor2_1 4.8%.
==> final cells by class <==
type                    instances  area [um2]  share of cell area [%]
multi-input cells             591        4830                   59.07
clock inverters                 2       12.51                  0.1530
clock buffers                   6       82.58                   1.010
repair buffers                275        2196                   26.86
well taps                     136       170.2                   2.081
flip-flops and latches         30       604.3                   7.391
inverters                      75       281.5                   3.443
==> per-layer routing <==
metal | GRT usage, % | wire length [um]
met5 | 0 | 0
met3 | 4.402 | 929
met4 | 1.076 | 27
met2 | 40.09 | 6242
met1 | 47.26 | 8599
==> power by group <==
| part | switching, uW | internal, uW | leakage [uW] |
|---|---|---|---|
| sequential | 1.13 | 280 | 0.000244 |
| clock | 113 | 129 | 0.0000472 |
| combinational | 167 | 197 | 0.00372 |
| total | 281 | 606 | 0.00401 |
==> path summary, 6_finish.rpt <==
| path | from | to | slack [ns] | cells past startpoint |
|---|---|---|---|---|
| max | cursor_left_py[7] | vgaRed[1] | -0.07 | 13 |
| min | driver.hCntr[0] | driver.hCntr[0] | 0.58 | 2 |
| max reg2reg | driver.vCntr[10] | driver.vCntr[9] | 1.95 | 5 |
| min reg2reg | driver.hCntr[0] | driver.hCntr[0] | 0.58 | 2 |
==> cells by family (layout without fill, tap and decap cells) <==
logic type,count (synthesis),count (layout),synth area share (%)
xor gates and xnor gates,91,91,14.48
and+or+nand+nor,259,259,24.56
adders and majority gates,122,122,27.74
AOI/OAI and AO/OA,117,117,13.44
muxes,2,2,0.3865
buffers and inverters,106,358,8.481
DFF,30,30,10.91
==> synthesized netlist by cell type (all sizes together), types with 8 or more instances <==
library cell  instances
ha                  122
inv                  75
nor2                 71
xnor2                71
nand2                51
a21oi                44
dfxtp                30
nand3                30
nand4                29
o21ai                22
buf                  20
xor2                 20
nor3                 19
a21o                 11
clkbuf               11
a211oi                8
and3                  8
nor4                  8
==> critical path, stage by stage <==
cell,delay [ns]
sky130_fd_sc_hd__dlygate4sd2_1,0.28
sky130_fd_sc_hd__inv_1,0.08
sky130_fd_sc_hd__or4_4,0.55
sky130_fd_sc_hd__xnor2_2,0.15
sky130_fd_sc_hd__ha_1,0.28
sky130_fd_sc_hd__and4_1,0.18
sky130_fd_sc_hd__o21ai_2,0.08
sky130_fd_sc_hd__a2111oi_4,0.37
sky130_fd_sc_hd__a2bb2oi_2,0.23
sky130_fd_sc_hd__a21boi_2,0.09
sky130_fd_sc_hd__buf_4,0.14
sky130_fd_sc_hd__buf_6,0.11
sky130_fd_sc_hd__buf_2,0.10
==> state kept, by name, indices dropped and copies added (netlist names) <==
signal,count
driver.Vsync,1
driver.vCntr,14
driver.hCntr,14
driver.Hsync,1
==> per-stage QoR <==
step | TNS, ns | hold WS (ns) | util, % | instances | worst slack [ns]
2_1_floorplan | 0 | 0.4792 | - | 727 | 0.1342
3_3_place_gp | -7.008 | 0.5540 | 71.96 | 1082 | -0.7805
3_5_place_dp | -7.362 | 0.5697 | 71.96 | 1082 | -0.8271
4_1_cts | -0.6546 | 0.5842 | 76.37 | 1112 | -0.1017
5_1_grt | -1.281 | 0.6140 | 77.81 | 1115 | -0.1748
6_report | -0.4424 | 0.5849 | 77.81 | 1115 | -0.06804
==> timing repair <==
action                                  in CTS  in global routing
setup buffers                               21                  3
cloned                                       1                  0
pin swaps                                   61                 33
endpoints found under the setup margin       9                  9
hold endpoints to repair                     0                  0
resized                                    165                 40
Power figures rest on the tool's default switching activity, not on a simulated workload.
