$ cat config.mk
export PLATFORM = sky130hd
export DESIGN_NAME = contador
export DESIGN_NICKNAME = contador
export VERILOG_FILES = /design/flow/design.v
export SDC_FILE = /design/flow/constraint.sdc
export NUM_CORES = 4
export LEC_CHECK = 1
export CORE_AREA = 10 10 70 70
export DIE_AREA = 0 0 80 80
$ cat constraint.sdc
current_design contador

set clk_period 1.8
set clk_io_pct 0.2

create_clock -name clk0 -period $clk_period [get_ports {clock}]

set non_clock_inputs [all_inputs -no_clocks]
set_input_delay [expr $clk_period * $clk_io_pct] -clock clk0 $non_clock_inputs
set_output_delay [expr $clk_period * $clk_io_pct] -clock clk0 [all_outputs]
$ cat design.v
module contador #(
    parameter MODULO = 32,
    parameter WIDTH = $clog2(MODULO)
) (
    input clock,
    input zera,
    input conta,
    output reg [WIDTH:0] contagem,
    output reg fim
);
always @(posedge clock) begin
    fim = 0;
    if (!zera)
        if (conta) begin
            contagem = contagem + 1;
            if (contagem == MODULO) begin
                contagem = 0;
                fim = 1;
            end
        end
    else
        contagem = 0;
end
endmodule
$ cat run.sh
#!/bin/bash
# OpenROAD 26Q1-2900-gdf79404cd8, Yosys 0.63+post, stock flow scripts
make -C /OpenROAD-flow-scripts/flow DESIGN_CONFIG=/design/flow/config.mk WORK_HOME=/design/flow/orfs finish
==> impl_metrics.env <==
# physical design summary
export IMPL_fin_crit_ns=1.72
export IMPL_crit_family="flip-flops"
export IMPL_hold_violations=0
export IMPL_num_vias=307
export IMPL_largest_area_cell="edfxtp_1"
export IMPL_hold_buffers=0
export IMPL_total_power_w=0.000400
export IMPL_rsz0062_at_grt="false"
export IMPL_ys_area_um2=380
export IMPL_ys_ff=7
export IMPL_ys_cells=33
export IMPL_p_comb_share_pct=13.1
export IMPL_diodes=0
export IMPL_gp_congestion=0.835
export IMPL_clockBufferDepth=2
export IMPL_outcome="finished clean"
export IMPL_final_max_slew_viol_count=0
export IMPL_synth_seq_share_pct=52.6
export IMPL_path_cells="clkdlybuf4s50_1"
export IMPL_worst_path_max_fanout=8
export IMPL_fin_crit_sh_pct=95.8
export IMPL_leakage_nw=0.185
export IMPL_grt_pass1_wl_um=1370
export IMPL_fmax_mhz=580
export IMPL_drt_wl_total_um=910
export IMPL_post_route_util_pct=16.0
export IMPL_crit_cells=1
export IMPL_ys_flop_type="edfxtp_1"
export IMPL_seqPwrFrac_pct=51.5
export IMPL_irDropWorstVdd_mv=0.160
export IMPL_cp_required_ns=1.44
export IMPL_antenna_found_initial=0
export IMPL_syn_area_per_cell_um2=11.5
export IMPL_fp_util_pct=11.1
export IMPL_skew_ns=0.00279
export IMPL_grt_pass1_vias=280
export IMPL_routedWlPerCell_um=10.0
export IMPL_hp_class="register to register"
export IMPL_p_clk_share_pct=35.4
export IMPL_top_area_share_pct=47.4
export IMPL_ant_nets=0
export IMPL_worst_pin_slew_ns=0.374
export IMPL_timing_final_ws_setup_ns=0.0754
export IMPL_numCtsBuffers=3
export IMPL_drv_cap=0
export IMPL_vias_per_cell=3.37
export IMPL_slew_headroom_pct=75.1
export IMPL_dp_cells=87
export IMPL_drc=0
export IMPL_slowest_stage="edfxtp_1"
export IMPL_cts_sinks=7
export IMPL_path_clk_slew_ns=0.05
export IMPL_die_y_um=80
export IMPL_row_count=21
export IMPL_tool_warnings=25
export IMPL_worstSetupPathType="register to output port"
export IMPL_cts_setup_buffers=0
export IMPL_fp_dieW_um=80
export IMPL_cp_slowest_stage_delay_ns=0.57
export IMPL_ys_types=20
export IMPL_yosysWarnings=1
export IMPL_io_pins=10
export IMPL_stdcell_count=91
export IMPL_power_internal_w=0.000305
export IMPL_start_kind="register"
export IMPL_whs_path_depth=2
export IMPL_ys_top_cells_by_area="edfxtp_1 47%, a211o_2 5.3%, dfxtp_1 5.3%"
export IMPL_switching_share_pct=23.6
export IMPL_h_tree_depth=1
export IMPL_dp_hpwl_um=663
export IMPL_rr_worst_depth=3
export IMPL_setup_viol=0
export IMPL_core_area_um2=3420
export IMPL_place_ws_ns=0.0648
export IMPL_grt_usage_pct=2.57
export IMPL_synth_cells=33
export IMPL_p_sw_w=0.0000946
export IMPL_area_growth_pct=43.7
export IMPL_cts_root_buf="clkbuf_4"
export IMPL_worstSkewPairLatency_ns=0.25
export IMPL_tritoncts="yes"
export IMPL_die_area_um2=6400
export IMPL_drt_iter0_markers=16
export IMPL_drive_gt1_share_pct=20.0
export IMPL_grt_max_degree=9
export IMPL_cts_resized=0
export IMPL_syn_area_um2=380
export IMPL_worstPathArrival_ns=1.36
export IMPL_firstDrtPassIters=4
export IMPL_async_reset_ff_share_pct=0
export IMPL_power_density_nw_per_um2=732
export IMPL_path_buffers=1
export IMPL_edf_count=6
export IMPL_fin_setup_tns_ns=0
export IMPL_port_buffers=9
export IMPL_worstSetupEndpointType="output port"
export IMPL_overflow=0
==> cell usage in the layout (no fill, tap or decap), drive strengths merged <==
cell type / count
clkdlybuf4s50: 9
edfxtp: 6
clkbuf: 4
nor2: 3
a21oi: 3
inv: 3
a211o: 2
nand2: 2
nand3: 2
xor2: 2
nand4: 1
mux2i: 1
a31oi: 1
xnor2: 1
o211ai: 1
or4: 1
a311oi: 1
ha: 1
dfxtp: 1
==> through the flow <==
step / hold slack, ns / instance area [um^2]
2_1_floorplan: 0.509 / 380
3_5_place_dp: 0.665 / 520
6_report: 0.681 / 547
3_3_place_gp: 0.666 / 520
5_1_grt: 0.710 / 547
4_1_cts: 0.682 / 547
==> sequential cells by signal (all words and copies together) (netlist names) <==
signal	count
contagem	6
fim	1
==> logic make-up after synthesis <==
logic type,count (synthesis),synth area share [%]
buffers and inverters,4,5.59
flip-flops,7,52.6
adder cells (fa/ha/maj),1,3.29
multiplexers,1,2.63
AND/OR/NAND/NOR,9,13.8
AND-OR/OR-AND,8,15.1
XOR/XNOR,3,6.91
==> power by group through the flow <==
stage                 Combinational (W)  Sequential [W]  Clock, W
after CTS                     0.0000530        0.000206  0.000149
after global routing          0.0000588        0.000207  0.000165
final                         0.0000525        0.000206  0.000141
==> path summary, 6_finish.rpt <==
path	from	end	slack (ns)
worst max-delay path	contagem[2]	contagem[2]	0.08
worst min-delay path	contagem[5]	fim	0.68
worst max register to register	contagem[2]	contagem[5]	0.35
worst min register to register	contagem[5]	fim	0.68
==> synth_stat cells, types with 2 or more instances <==
cell type / count
nand2_1: 2
xor2_1: 2
a21oi_1: 3
nor2_1: 3
edfxtp_1: 6
nand3_1: 2
a211o_2: 2
==> per-layer routing <==
metal  share of wire (%)  wire, um  vias up  track usage, %
li1                    -         -      147               -
met1                  52       470      142            3.83
met2                  38       350       16            3.29
met3                 6.7        61        2           0.568
met4                 3.0        27        0            1.41
met5                   0         0        -               0
==> layout make-up <==
cell class / count / area [um^2]
multi-input combinational: 22 / 159
tap: 46 / 57.6
fill: 396 / 2870
sequential: 7 / 200
timing repair buffer: 9 / 90.1
inverter: 3 / 13.8
clock buffer: 4 / 26.3
Power and IR drop assume default switching activity.
